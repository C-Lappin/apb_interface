==> design.v <==
`default_nettype none
module apb_s_if(pclk, presetn, paddr, pwdata, prdata, penable, psel, pwrite, pready);
parameter ADDR_WIDTH = 32;
parameter DATA_WIDTH = 32;
parameter RAM_WIDTH  = 32;
parameter n = 8;
   input pclk;
   input presetn;
   input penable;
   input psel;
   input pwrite;
   input [ADDR_WIDTH - 1:0] paddr;
   input [DATA_WIDTH -1 :0] pwdata;
   output reg [DATA_WIDTH -1 :0] prdata;
   output reg pready;
   reg [RAM_WIDTH -1:0] ram [3:0];
   parameter MEM_INIT_FILE = "./simulation/init.mem";
    initial begin
        if (MEM_INIT_FILE != "") begin
            $readmemh(MEM_INIT_FILE, ram);
        end 
    end
   reg wr_enable;
   reg rd_enable;
   reg [1:0] apb_state;
   initial apb_state = 0;
    always@(posedge pclk or negedge presetn)
        begin
            if (~presetn)
                begin
                    apb_state <= 2'b00;
                end
            else
                begin
                    case(apb_state)
                        2'b00:
                            begin                          
                                if (~psel)
                                    begin
                                        apb_state <= 2'b00;
                                    end
                                else
                                    begin
                                        apb_state <= 2'b01;
                                    end
                            end
                        2'b01:
                            begin
                                if (pwrite)
                                    begin
                                        apb_state <= 2'b00;
                                    end
                                else
                                    begin
                                        apb_state <= 2'b10;
                                    end
                            end
                        2'b10:
                            begin
                                apb_state <= 2'b00;
                            end
                        default:
                            begin   
                                apb_state <= 2'b00;
                            end
                    endcase
                end    
        end   
    always@(*)
        begin
            if (psel == 1'b1 && apb_state == 2'b00 && pwrite == 1'b1)
                begin
                    pready <= 1'b1;
                end
            else if (apb_state == 2'b01 && pwrite == 1'b1)
                begin
                    pready <= 1'b1;
                end
            else if (apb_state == 2'b10)
                begin
                    pready <= 1'b1;
                end
            else
                begin
                    pready <= 1'b0;
                end
        end
    always@(*)
        begin
            if (psel == 1'b1 && apb_state == 2'b00 && pwrite == 1'b1)
                begin
                    wr_enable <= 1'b1;
                end
            else
                begin
                    wr_enable <= 1'b0;
                end
        end
    always@(*)
        begin
            if (psel == 1'b1 && apb_state == 2'b00 && pwrite == 1'b0)
                begin
                    rd_enable <= 1'b1;
                end
            else
                begin
                    rd_enable <= 1'b0;
                end
        end
    always@(posedge pclk)
        begin
            if (wr_enable)
                begin
                    ram[paddr] <= pwdata;
                end    
        end
    always@(posedge pclk)
        begin
                begin
                    prdata <= ram[paddr];
                end  
        end
endmodule 
==> run.sh <==
#!/bin/bash
# OpenROAD 26Q1-2900-gdf79404cd8, Yosys 0.63+post, stock flow scripts
make -C /OpenROAD-flow-scripts/flow DESIGN_CONFIG=/design/flow/config.mk WORK_HOME=/design/flow/orfs finish
==> config.mk <==
export PLATFORM = sky130hd
export DESIGN_NAME = apb_s_if
export DESIGN_NICKNAME = apb_s_if
export VERILOG_FILES = /design/flow/design.v
export SDC_FILE = /design/flow/constraint.sdc
export NUM_CORES = 4
export LEC_CHECK = 1
export CORE_UTILIZATION = 40
export SYNTH_HDL_FRONTEND = slang
==> constraint.sdc <==
current_design apb_s_if

set clk_period 5.4
set clk_io_pct 0.2

create_clock -name clk0 -period $clk_period [get_ports {pclk}]

set non_clock_inputs [all_inputs -no_clocks]
set_input_delay [expr $clk_period * $clk_io_pct] -clock clk0 $non_clock_inputs
set_output_delay [expr $clk_period * $clk_io_pct] -clock clk0 [all_outputs]
==> PnR_summary.wiki <==
== Metrics ==
{| class="wikitable"
! Metric !! Value
|-
| Outcome || finished, final reports clean
|-
| Unrepaired setup endpoints after global routing || false
|-
| Leakage Power || ~2.4 nW
|-
| RD Place Congestion || ~0.72
|-
| Largest delay share family, worst path || buffers and inverters
|-
| Number of nets with antenna violations after detailed routing || 0
|-
| Library cell with the largest summed area after synthesis || edfxtp_1
|-
| Synth Instances || between 200 and 250
|-
| Cell area after synthesis || approximately 5500 um^2
|-
| Die Size || around 14000 um^2
|-
| Core box area || around 13000 um^2
|-
| Standard-cell rows || about 42
|-
| Combined global-route utilization of all metal layers || 14.1%
|-
| Setup crit start kind || input port
|-
| Seq share, synth || between 80% and 90%
|-
| Worst hold path cell count || 1
|-
| Final Slew Violations || 0
|-
| Worst path arrival time || between 2 and 2.5 ns
|-
| Warning count from the yosys run || 0
|-
| Horizontal die size || between 100 and 150 um
|-
| Clock root buffer || clkbuf_16
|-
| Power dissipated by switching net loads || roughly 0.00050 W
|-
| WP buf/inv || 2
|-
| First DRT Iteration DRCs || between 100 and 150
|-
| Initial antenna violation count || 0
|-
| Post-synthesis register bit count || 163
|-
| Synthesis area per yosys || 5450 um^2
|-
| I/O pin total || just over 100
|-
| Peak supply drop || about 0.00022 V
|-
| Final hold vios || 0
|-
| Post-CTS sizing || 0
|-
| Area Growth Syn to Fin || 28.5%
|-
| WS Path Type || input port to primary output
|-
| Worst setup skew after layout || a little under 0.005 ns
|-
| Unique masters post-synth || 18
|-
| Largest net degree at the start of global routing || 29
|-
| Floorplan utilization || slightly above 40%
|-
| Total of fill cells in the finished design || between 1000 and 1500
|-
| Number of vias per cell after detailed routing || about 4.8
|-
| Level count of the clock H-tree || 4
|-
| Worst setup slack after placement || slightly above 2 ns
|-
| Sink count of the clock tree || 163
|-
| Commonest Layout Cell || edfxtp_1
|-
| Worst hold endpoint || apb_state[0]
|-
| Most frequent logic cells in the routed design || edfxtp_1, clkdlybuf4s50_1, dfxtp_1
|-
| Stage-log warning count || between 50 and 60
|-
| Setup TNS || 0 ns
|-
| Tally of buffers added on design ports || roughly 70
|-
| Clock latency of the later-clocked register in the worst-skew pair || between 0.4 and 0.5 ns
|-
| Biggest fanout along the worst timing path || 4
|-
| Count of vias placed by the detailed router || roughly 2400
|-
| Die height || 119 um
|-
| Average wire per cell in the routed design || 17.5 um
|-
| Length in cells of the worst reg-to-reg path || 3
|-
| Startpoint of the worst hold path || apb_state[1]
|-
| Sw Share || ~18%
|-
| Clk pin slew, worst setup/hold paths || about 0.060 ns
|-
| Clock network fraction of total power || between 40% and 50%
|-
| Syn avg cell area || roughly 25 um^2
|-
| Top area contributor share || between 70 and 80%
|-
| Cell count in the Yosys report || 214
|-
| Cell breakdown of the critical path || clkdlybuf4s50_1 -> a21o_1 -> a21o_1 -> clkdlybuf4s50_1
|-
| Combinational Area || ~800 um^2
|-
| Final routed wirelength across all metal layers || between 8 and 9 mm
|-
| Overflow left after global routing || 0
|-
| Slack of the critical path || just over 2 ns
|-
| Power per cell area || roughly 390 nW/um^2
|-
| Required time of the critical path || 4.32 ns
|-
| Slowest library cell on the worst path || clkdlybuf4s50_1
|-
| Share of post-route cells with drive strength above 1 || around a quarter
|-
| Reg-to-reg endpoint || ram[3][5]
|-
| Final critical path time including I/O delays and setup || 3.35 ns
|-
| Quantity of hold-fixing buffers added after cts || 0
|-
| Max cap viols || 0
|-
| Max-slew headroom at the worst pin || a little over three fifths
|-
| Number of iterations in the first detailed-routing pass || 4
|-
| Sequential share of power || approximately 50%
|-
| Pint || approximately 0.0022 W
|-
| Maximum clock path buffer count || 2
|-
| Fraction of the cycle the final worst path needs || ~62%
|-
| Number of buffers added for setup after CTS || 0
|-
| Via count of the first global-routing pass || 2481
|-
| FF-to-FF Start || apb_state[0]
|-
| Total inserted antenna cells || 0
|-
| Reg2reg setup slack || about 3.6 ns
|-
| Finish-stage setup viols || 0
|-
| CP Capture Type || primary output
|-
| Cell types with the largest area share after synthesis || edfxtp_1, dfxtp_1, mux4_2
|-
| Total power draw || ~0.0027 W
|-
| Part of the total power dissipated in combinational logic || between 3 and 4%
|-
| HPWL Detailed || between 4 and 5 mm
|-
| Global-route wire length before repair || between 10 and 15 mm
|-
| Maximum clock frequency || slightly below 300 MHz
|-
| Number of remaining DRC errors || 0
|-
| Area used by sequential logic in the layout || ~4600 um^2
|-
| Highest cell delay on the worst timing path || 0.51 ns
|-
| Min-Delay Path Class || flip-flop to flip-flop
|-
| Tightest Pin Transition || 0.561 ns
|-
| Number of buffers created by CTS || 17
|-
| CTS tree || yes
|}
## cells in the mapped netlist
master	instances
nand3_1	1
dfxtp_1	32
buf_6	2
nor2b_1	1
dfrtp_1	2
a221o_1	1
nor3b_1	2
and2_1	1
mux4_1	4
buf_12	2
dfstp_2	1
a21o_1	2
edfxtp_1	128
and4_1	1
inv_1	1
mux4_2	28
buf_2	4
nor3_1	1
## cell type report
type	instances	share of cell area [%]
clock inverters	14	3.02
multi-input cells	42	11.8
repair buffers	79	10.8
flip-flops and latches	163	65.1
clock buffers	18	6.13
well taps	176	3.14
inverters	1	0.0536
## power groups by stage
stage	clock network [W]	registers [W]	logic, W
4_1_cts	0.00131	0.00137	0.0000967
5_1_grt	0.00137	0.00137	0.000102
6_report	0.00128	0.00137	0.0000941
## worst max-delay path by stage
stage | start | to | slack (ns) | depth (start not counted)
after CTS | psel | pready | 2.03 | 4
after global routing | psel | pready | 1.99 | 4
final | psel | pready | 2.05 | 4
## metrics by stage
stage	instances	area [um^2]	hold slack, ns	util [%]
floorplan	214	5450	0.451	-
global placement	461	6370	0.462	47.9
detailed placement	461	6370	0.468	47.9
CTS	493	7010	0.480	52.7
global route	493	7010	0.525	52.7
finish	493	7010	0.482	52.7
## state kept, by name (all words and copies together), names as in the netlist
name	count
prdata	32
apb_state	3
ram	128
## logic make-up after synthesis
family	count (synthesis)	synth area share, %
AND-OR/OR-AND	3	0.459
flip-flops	163	83.6
AND/OR/NAND/NOR	7	0.849
buffers and inverters	9	1.58
multiplexers	32	13.5
## per-layer routing
layer | GRT usage, % | wire length (um) | up-vias
met5 | 0 | 0 | -
li1 | - | - | 1077
met1 | 23.2 | 3680 | 1193
met4 | 2.29 | 179 | 0
met3 | 4.92 | 494 | 13
met2 | 21.1 | 4290 | 79
## worst reg2reg max path, stage by stage (launching register included)
cell and delay [ns]:
dfstp_2 0.54, and2_1 0.15, and4_2 0.38, buf_4 0.41
Power is estimated from default activity; no workload was simulated.
